## flow/config.mk

```make
export PLATFORM = sky130hd
export DESIGN_NAME = Wrapper
export DESIGN_NICKNAME = Wrapper
export VERILOG_FILES = /design/flow/design.v
export SDC_FILE = /design/flow/constraint.sdc
export NUM_CORES = 4
export LEC_CHECK = 1
export CORE_UTILIZATION = 50
```

## flow/constraint.sdc

```tcl
current_design Wrapper

set clk_period 18.4
set clk_io_pct 0.2

create_clock -name clk0 -period $clk_period [get_ports {clk}]

set non_clock_inputs [all_inputs -no_clocks]
set_input_delay [expr $clk_period * $clk_io_pct] -clock clk0 $non_clock_inputs
set_output_delay [expr $clk_period * $clk_io_pct] -clock clk0 [all_outputs]
```

## flow/design.v

```verilog
module RAM(din,clk,rst_n,rx_valid,dout,tx_valid);
parameter MEM_DEPTH = 256 ;
parameter ADDER_SIZE = 8;
input [9:0] din ; 
input rx_valid;
input rst_n , clk;
output reg [ADDER_SIZE-1:0] dout;
output reg tx_valid;
reg [ADDER_SIZE-1:0] tmp; 
reg [ADDER_SIZE-1:0] MEM [MEM_DEPTH-1:0];
always @(posedge clk or negedge rst_n) begin
    if(~rst_n) begin
        dout <= 0;
        tx_valid <=0;  
    end
    else if(rx_valid) begin
            case(din[9:8])
                2'b00: tmp <= din[7:0];
                2'b01: MEM[tmp] <= din[7:0];
                2'b10: tmp <= din[7:0];
                2'b11: begin
                    dout <= MEM[tmp];
                    tx_valid <= 1;
                end
            endcase
        end
end
endmodule
module SPI (MOSI,MISO,SS_n,clk,rst_n,rx_data,tx_data,rx_valid,tx_valid);
    parameter TX_SIZE = 8;
    parameter RX_SIZE = 10;
    parameter IDLE = 5'b00001;
    parameter CHK_CMD = 5'b00010;
    parameter WRITE = 5'b00100;
    parameter READ_ADD = 5'b01000;
    parameter READ_DATA = 5'b10000;
    input  MOSI, clk, rst_n, SS_n, tx_valid;
    input [TX_SIZE-1:0] tx_data;
    output reg [RX_SIZE-1:0] rx_data;
    output reg rx_valid;
    output reg MISO;
    reg [4:0] cs,ns;
    reg read_data_falg  ;
    reg [3:0] counter ,  counter1 ;
    reg [9:0]spbus ;
    reg [7:0]psbus;
    always @(posedge clk or negedge rst_n)begin
        if(~rst_n) cs <= IDLE;
        else cs <= ns;
    end
    always @(*) begin
        case (cs)
            IDLE:begin
                if(SS_n) ns = IDLE;
                else ns = CHK_CMD;
            end 
            CHK_CMD:begin
                if(SS_n) ns = IDLE;
                else begin
                    if(MOSI) begin
                        if(read_data_falg) begin
                            ns <= READ_DATA;
                        end
                        else begin
                            ns <= READ_ADD;
                        end
                    end
                    else ns <= WRITE;
                end
            end
            WRITE:begin
                if(SS_n) ns = IDLE;  
                else ns = WRITE;
            end
            READ_ADD:begin
                if(SS_n)ns = IDLE; 
                else ns = READ_ADD;
            end
            READ_DATA:begin
                if(SS_n) ns = IDLE;  
                else ns = READ_DATA;
            end
            default: ns = IDLE;
        endcase
    end
    always @(posedge clk) begin
        case(cs)
            WRITE:begin
                spbus[counter-1] <= MOSI;
                counter <= counter - 1 ;     
                if(counter == 0) begin
                    counter <= 10;  
                    rx_valid <= 1;
                    rx_data <= spbus;
                end                          
            end
            READ_ADD:begin
                spbus[counter-1] <= MOSI;
                counter <= counter - 1;
                if(counter ==0 ) begin
                    counter <= 10;
                    rx_valid <= 1;
                    rx_data <= spbus;
                    read_data_falg <= 1;
                end
            end
        READ_DATA:begin
            if(~tx_valid)begin
                spbus[counter-1] <= MOSI;
                counter<=counter-1;
                if(counter==0)begin
                counter<=10;
                rx_valid<=1;
                rx_data<=spbus;
                read_data_falg<=0;
                end
            end
            else begin
                psbus<=tx_data;
                MISO<=psbus[counter1-1];
                counter1=counter1-1;
                if(counter1==0)
                counter1<=8;
            end
        end
        IDLE:begin
            rx_valid <= 0;
            MISO <=0;
            counter <= 10;
            counter1 <= 8;
            psbus<=0;
            spbus <= 0;
            end
        endcase
    end
endmodule
module Wrapper(clk,rst_n,MOSI,MISO,SS_n);
input SS_n , MOSI , clk, rst_n;
output MISO;
wire [9:0] rx_data ;
wire  rx_valid , tx_valid;
wire [7:0] tx_data;
SPI slave( MOSI,MISO,SS_n,clk,rst_n,rx_data,tx_data,rx_valid,tx_valid);
RAM ram(rx_data,clk,rst_n,rx_valid,tx_data,tx_valid);
endmodule
```

## flow/run.sh

```bash
#!/bin/bash
# OpenROAD 26Q1-2900-gdf79404cd8, Yosys 0.63+post, stock flow scripts
make -C /OpenROAD-flow-scripts/flow DESIGN_CONFIG=/design/flow/config.mk WORK_HOME=/design/flow/orfs finish
```

==> results_slide.txt <==
Flow Results at a Glance

Run status
  • Status: did not finish
  • Exit stage: 5_1_grt
  • First error: [ERROR GRT-0116] Global routing finished with congestion. Check the congestion regions in the DRC Viewer.

Floorplanning
  • Die H: 401 um
  • I/O Pins: 5
  • Rows: around 150
  • Die width: 401 um
  • FP Core Util: 50.3%

Placement
  • Dpl hpwl: 384,000 um
  • Area post-placement: around 85,000 um2
  • Input/output buffers: 4
  • Post-Place Setup Slack: between 10 and 15 ns
  • GPL Wtd Cong: 1.41

Logic synthesis
  • EDFF count, synth: 2,095
  • Syn Std Cell Area: 79,700 um2
  • Asr flop ratio synth: 0.664%
  • Distinct lib cells: 70
  • Synthesized instance count: 4,737
  • Synth Seq Share: 79.3%
  • Ys Warns: 3
  • YS chip area: 79,700 um2
  • Main synth FF type: edfxtp_1
  • Yosys Instances: 4,737
  • Syn Area/Cell: 16.8 um2
  • Synth flops: roughly 2,100

GRT
  • Total gr overflow: 7
  • Largest net degree at the start of global routing: 98
  • First-pass GRT wire length: 737,000 um
  • Gr usage total: 80.0%
  • Vias in the first global route: 71,700

CTS
  • Htree depth: 4
  • Hold buffer count at cts: 0
  • Cts bufs inserted: approximately 210
  • Clock root buffer: clkbuf_16
  • Clock buffer depth: 3
  • # clock sinks: approximately 2,100
  • Post-CTS Setup Repair Bufs: 0
  • Cts repair resizes: 0
==> metal layers <==
metal	track usage, %	GRT overflow
met3	78.8	3
met2	87.4	2
met4	70.5	2
met5	69.8	0
met1	78.4	0
==> stage by stage <==
step	std cells	power [mW]
3_5_place_dp	6964	5.49
4_1_cts	7351	9.80
2_1_floorplan	4737	5.40
3_3_place_gp	6963	5.49
==> logic make-up after synthesis <==
family | count (synthesis) | synth area share (%)
buf+inv | 344 | 1.98
flops | 2109 | 79.3
mux | 8 | 0.132
simple gates | 1032 | 6.62
compound gates | 1226 | 11.7
fa+ha+maj | 12 | 0.188
xor+xnor | 6 | 0.0659
==> Yosys cell counts (16+ instances only) <==
library cell  number  area [um2]
o21ai_0           23         115
nand4_1           97         607
and3_1            21         131
buf_2            109         546
a32o_1            35         350
buf_1             80         300
a22o_1            64         561
nor3_1           104         521
a222oi_1          22         220
a21oi_1           97         485
nor2_1           370        1390
a22oi_1          529        3970
nand2_1          120         450
o22ai_1          150         938
a221oi_1          43         377
nor4_1            62         388
clkbuf_1         111         417
buf_4             18         135
nand3_1          141         706
a32oi_1          214        1870
edfxtp_1        2095       62900
or4_1             16         120
Power is estimated from default activity; no workload was simulated.
